[/design/flow/run.sh]
#!/bin/bash
# OpenROAD 26Q1-2900-gdf79404cd8, Yosys 0.63+post, stock flow scripts
make -C /OpenROAD-flow-scripts/flow DESIGN_CONFIG=/design/flow/config.mk WORK_HOME=/design/flow/orfs finish
[/design/flow/config.mk]
export PLATFORM = sky130hd
export DESIGN_NAME = Multiplier
export DESIGN_NICKNAME = Multiplier
export VERILOG_FILES = /design/flow/design.v
export SDC_FILE = /design/flow/constraint.sdc
export NUM_CORES = 4
export LEC_CHECK = 1
export CORE_UTILIZATION = 50
[/design/flow/constraint.sdc]
current_design Multiplier

set clk_period 22.8
set clk_io_pct 0.2

create_clock -name clk0 -period $clk_period [get_ports {clk}]

set non_clock_inputs [all_inputs -no_clocks]
set_input_delay [expr $clk_period * $clk_io_pct] -clock clk0 $non_clock_inputs
set_output_delay [expr $clk_period * $clk_io_pct] -clock clk0 [all_outputs]
[/design/flow/design.v]
`timescale 1ns/1ps
module Multiplier( clk, dataA, dataB, signal, dataOut, reset );
input clk, reset;
input[5:0] signal;
input[31:0] dataA, dataB;
output reg [63:0] dataOut;
reg [63:0] product;
reg [5:0] counter;
reg [31:0] dataA_reg;
reg [31:0] temp;
reg [31:0] shiftHelper;
parameter MULTU = 6'b011001;
parameter OUT = 6'b111111;
always @( posedge clk or posedge reset ) begin
        if ( reset )
            begin
            product = 64'b0;
            counter = 5'b0;
            dataOut = 64'b0;
            end 
        else begin
                case ( signal )
                    MULTU:
                    begin
                        if ( counter == 6'b0 ) begin
                            dataA_reg = dataA;   
                            temp      = dataB;
                            product   = 64'b0 ;
                        end 
                         if ( counter <  6'b100000  ) begin
                            if ( dataA_reg[0] == 1'b1  ) begin
                                    shiftHelper  = product[63:32] + temp;
                                    product[63:0] = { shiftHelper, product[31:0] };
                            end
                                    product = product >> 1;
                                    dataA_reg = dataA_reg >> 1;
                            counter = counter + 1;
                        end 
                    end 
                    OUT:  
                        begin
                            if ( dataA_reg[0] == 1'b1  ) begin
                                    shiftHelper  = product[63:32] + temp;
                                    product[63:32] = { shiftHelper, product[31:0] };
                                    temp = temp >> 1;
                                    product = product >> 1;
                                end 
                            dataOut = product;
                            counter = 0;
                        end 
                    default 
                    begin 
                    end
                endcase 
             end 
    end
endmodule
==> job_summary.md <==
## Implementation flow summary

| Metric | Value |
|---|---|
| Status | `completed` |
| Ys async rst share | `0.677` |
| Clock transition at path regs | `0.08 ns` |
| Filler instances | `1922` |
| VDD IR max | `between 0.00005 and 0.00006 V` |
| DRC | `0` |
| Worst hold endpoint | `dataOut[63]` |
| Hold buffer count at cts | `0` |
| Mapped Area | `between 10000 and 15000 sq um` |
| Yosys Warn Count | `1` |
| Yosys Chip Area | `around 11000 sq um` |
| Mux frac, synth | `0.0732` |
| Area delta synth->final | `19.1%` |
| Static leakage | `between 5 and 6 nW` |
| Drt wl/cell | `17.3 microns` |
| Seq/Total Area, Yosys | `0.465` |
| Achievable Freq | `about 0.14 GHz` |
| Largest net degree at the start of global routing | `roughly 90` |
| Total die area | `approximately 23000 sq um` |
| First-pass GRT wire length | `between 40000 and 50000 microns` |
| RSZ-0062 raised after global routing | `no` |
| Max layer used | `met5` |
| Worst-Skew Late Latency | `around 0.44 ns` |
| Crit end category | `flip-flop` |
| Fp_density | `0.515` |
| Postcts setup bufs | `0` |
| Log Warnings | `27` |
| Logic family by area | `AND-OR/OR-AND gates` |
| Path depth of the worst reg2reg path | `17` |
| Crit path cell chain | `clkdlybuf4s50_1 > nand2_1 > nand2_1 > ha_1 > fa_1 > a21o_1 > a221oi_2 > a2bb2oi_2 > nor2_1 > a21o_1 > a221o_1 > a21oi_2 > xor2_1 > o21ai_1` |
| Count of library flops with an enable pin | `64` |
| Total GRT Usage | `0.263` |
| Ys cells | `~1300` |
| Clock sink count | `slightly below 200` |
| PortBufs | `135` |
| Min Hold Slack | `0.473 ns` |
| Critical R2R Launch | `counter[5]` |
| Critical Path Start Type | `primary input` |
| CP delay by family, top | `AND-OR/OR-AND gates` |
| Max transition margin | `0.310` |
| Vias | `between 9000 and 10000` |
| Worst reg2reg setup slack | `~18 ns` |
| Syn Area/Cell | `9.04 sq um` |
| Detailed Route WL | `28400 microns` |
| Most used flip-flop cell | `dfrtp_1` |
| Arrival time at the worst endpoint | `around 7.7 ns` |
| Final hold vios | `0` |
| PwrDens | `around 80 nW/um^2` |
| Share of layout cells above drive strength 1 | `0.0536` |
| Slew Viols, Final | `0` |
| Cts repair resizes | `0` |
| Final setup viols | `0` |
| Deepest clock path buffer count | `2` |
| Tmin final | `about 7.4 ns` |
| Final Wtd Congestion | `between 0.9 and 1` |
| Met2 wire len | `around 12000 microns` |
| Max Cap Violations | `0` |
| Setup CP Type | `primary input to flip-flop` |
| Distinct cells, synth | `58` |
| Detail Route Antenna Nets | `0` |
| FA/HA/MAJ Cells, Area Fraction | `0.0381` |
| Grt total ovfl | `0` |
| Row Count | `54` |
| Crit-path max cell delay | `between 0.4 and 0.5 ns` |
| Vias in the first global route | `8656` |
| CTS buffer count | `17` |
| HPWL Detailed | `19700 microns` |
| CP Max Fanout | `6` |
| WHS Path Cells | `2` |
| Die H | `about 150 microns` |
| Simple-Gate Area Share | `0.175` |
| Post-Synth AOI/OAI Area | `0.193` |
| Die W | `between 150 and 200 microns` |
| Crit-path slowest cell | `fa_1` |
| Met3 Wirelength | `between 1500 and 2000 microns` |
| Min-delay worst type | `flip-flop to flip-flop` |
| Final setup margin | `15.44 ns` |
| Initial antenna violation count | `0` |
| Pre-CTS setup slack | `between 15 and 20 ns` |
| H-Tree Depth | `4` |
| Final setup TNS | `0 ns` |
| Worst path bufs/invs | `1` |
| Worst Tran Pin Value | `1.03 ns` |
| TritonCTS clock tree | `yes` |
| Top-Level Pins | `roughly 140` |
| XOR Share, Synth | `0.0231` |
| Critical Path RT | `23.10 ns` |
| Detailed Routing Iterations Pass 1 | `18` |
| FF-to-FF End | `product[59]` |
| DR vias/cell | `between 5 and 6` |
| Clock root buffer master | `clkbuf_16` |
| # diodes | `0` |
| Number of synthesized register bits | `about 200` |
| Fin Clk Skew | `~0.014 ns` |
| Syn Inst Count | `1256` |
| Core area | `~22000 sq um` |
| Hold path start | `dataOut[63]` |
| M1 WL | `14400 microns` |
| Cycle use final | `0.323` |
| Initial DRC count | `659` |
[layer usage]
| metal | vias up | GRT usage |
|---|---|---|
| li1 | 4659 | - |
| met4 | 2 | 0.0149 |
| met5 | - | 0.0124 |
| met1 | 4350 | 0.472 |
| met2 | 272 | 0.359 |
| met3 | 10 | 0.0551 |
[Yosys cell counts, drive strengths merged, types with 9 or more instances]
library cell	instances	area, sq um
nand2	236	886
o21ai	151	756
nor2	138	518
dfrtp	134	3350
mux2i	83	831
clkbuf	73	274
edfxtp	64	1920
a21oi	52	268
and2	36	225
ha	33	413
a22o	31	272
a21o	18	135
a31oi	17	106
o22ai	16	106
xnor2	16	140
xor2	14	123
a221oi	13	120
inv	13	48.8
nand3	13	65.1
and3	11	68.8
nor2b	11	68.8
buf	9	43.8
[metrics by stage]
| stage | instance area, sq um | power, mW | instances | utilization |
|---|---|---|---|---|
| final | 13500 | 1.08 | 1641 | 0.614 |
| after global routing | 13500 | 1.15 | 1641 | 0.614 |
| after CTS | 13500 | 1.09 | 1641 | 0.614 |
| after detailed placement | 12900 | 0.775 | 1609 | 0.587 |
| after global placement | 12900 | 0.774 | 1609 | 0.587 |
| after floorplan | 11400 | 0.676 | 1256 | - |
[tightest hold or removal path: cells and delay by family, from the launching register on]
family / cells / cell delay (ns)
flip-flops: 1 / 0.34
AND/OR/NAND/NOR: 2 / 0.11
[power by group]
group | total [mW] | switching (mW) | internal [mW]
logic | 0.355 | 0.207 | 0.147
clock network | 0.309 | 0.158 | 0.150
registers | 0.419 | 0.0261 | 0.393
[final cells by class]
class,instances,area [sq um],share of cell area
Multi-Input combinational cell,963,5740,0.425
Sequential cell,198,5280,0.390
Timing Repair Buffer,155,1500,0.111
Clock buffer,18,429,0.0317
Tap cell,280,350,0.0259
Clock inverter,14,173,0.0128
Inverter,13,51.3,0.00379
[worst max path at each step]
stage	from	end	slack, ns	cells past startpoint
4_1_cts	dataB[0]	product[59]	15.44	14
6_report	dataB[0]	product[59]	15.44	14
5_1_grt	dataB[0]	product[59]	15.27	14
[cells by family (layout without fill, tap and decap cells)]
| family | Yosys count | after routing |
|---|---|---|
| DFF | 198 | 198 |
| xor gates and xnor gates | 30 | 30 |
| AOI/OAI and AO/OA | 349 | 349 |
| adders and majority gates | 34 | 34 |
| muxes | 83 | 83 |
| buffers and inverters | 95 | 200 |
| and+or+nand+nor | 467 | 467 |
[layout by cell type, fill, tap and decap left out, types with 18 or more instances in the layout]
cell	n
ha_1	33
clkdlybuf4s50_1	135
mux2i_1	83
buf_4	20
a21oi_1	50
dfrtp_1	133
a21o_1	18
o21ai_0	146
nand2_1	236
nor2_1	134
a22o_1	31
edfxtp_1	64
and2_1	36
Power and IR drop assume default switching activity.
