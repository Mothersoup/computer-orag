===== design.v =====
module ALU_bitSlice( A, B, Cin, Cout, sel, out);
input A, B, Cin;
input [2:0] sel;
output out;
output Cout;
wire  andOut ;
wire  orOut;
wire slt;				 
wire faOut;
wire faCout;
wire subOut;			 
wire subBorrow;			 
	and(andOut, A, B);
	or(orOut , A, B);
assign out = (sel == 3'b000 )? andOut : 
		 (sel == 3'b001 )? orOut :
		 (sel == 3'b010 )? faOut : 
		 (sel == 3'b011) ? subOut :
		 (sel == 3'b100) ? ( (A < B) ? 1'b1 : 1'b0) :
             1'b0;
assign Cout = (sel == 3'b010) ? faCout :  
         (sel == 3'b011) ? subBorrow :   
		 1'b0;
	FA fa( .in0(A), .in1(B), .cin( Cin ), .out(faOut), .cout(  faCout ) );
	FA subtractor( .in0(A), .in1(B), .cin(Cin), .out(subOut), .cout(subBorrow) );
endmodule 
module FA(in0, in1, cin, out, cout);
	input in0, in1, cin;
	output out, cout;
	wire e1, e2, e3;
	xor gateXor(e1, in0, in1);
	and gateAnd(e2, in0, in1);
	and gateAnd1(e3, e1, cin );
	or gateOR( cout, e2, e3 );
	xor gateXor1( out, e1, cin);
endmodule
module ALU( dataA, dataB, dataOut, Signal );
input [31:0] dataA ;
input [31:0] dataB ;
input [5:0] Signal ;
output [31:0] dataOut ;
wire [31:0] temp ;
wire [31:0] pb;
wire [2:0] sel;
parameter AND = 6'b100100;
parameter OR  = 6'b100101;
parameter ADD = 6'b100000;
parameter SUB = 6'b100010;
parameter SLT = 6'b101010;
wire cout[31:0];				 
assign  sel = (Signal == AND ) ? 3'b000:
			  (Signal == OR ) ? 3'b001:
			  (Signal == ADD ) ? 3'b010:
			  (Signal == SUB ) ? 3'b011:
			  (Signal == SLT ) ? 3'b100:
			  3'b101;
assign pb =( Signal == SUB || Signal == SLT  ) ? ~ dataB + 1 : dataB ;
assign dataOut =  temp;
ALU_bitSlice ALU0(  .A(dataA[0]), .B(pb[0]), .Cin( 1'b0 ), .Cout( cout[0] ), .sel(sel), .out( temp[0] ) );
ALU_bitSlice ALU1(  .A(dataA[1]), .B(pb[1]), .Cin( cout[0] ), .Cout( cout[1] ), .sel(sel), .out( temp[1] ) );
ALU_bitSlice ALU2(  .A(dataA[2]), .B(pb[2]), .Cin( cout[1] ), .Cout( cout[2] ), .sel(sel), .out( temp[2] ) );
ALU_bitSlice ALU3(  .A(dataA[3]), .B(pb[3]), .Cin( cout[2] ), .Cout( cout[3] ), .sel(sel), .out( temp[3] ) );
ALU_bitSlice ALU4(  .A(dataA[4]), .B(pb[4]), .Cin( cout[3] ), .Cout( cout[4] ), .sel(sel), .out( temp[4] ) );
ALU_bitSlice ALU5(  .A(dataA[5]), .B(pb[5]), .Cin( cout[4] ), .Cout( cout[5] ), .sel(sel), .out( temp[5] ) );
ALU_bitSlice ALU6(  .A(dataA[6]), .B(pb[6]), .Cin( cout[5] ), .Cout( cout[6] ), .sel(sel), .out( temp[6] ) );
ALU_bitSlice ALU7(  .A(dataA[7]), .B(pb[7]), .Cin( cout[6] ), .Cout( cout[7] ), .sel(sel), .out( temp[7] ) );
ALU_bitSlice ALU8(  .A(dataA[8]), .B(pb[8]), .Cin( cout[7] ), .Cout( cout[8] ), .sel(sel), .out( temp[8] ) );
ALU_bitSlice ALU9(  .A(dataA[9]), .B(pb[9]), .Cin( cout[8] ), .Cout( cout[9] ), .sel(sel), .out( temp[9] ) );
ALU_bitSlice ALU10(  .A(dataA[10]), .B(pb[10]), .Cin( cout[9] ), .Cout( cout[10] ), .sel(sel), .out( temp[10] ) );
ALU_bitSlice ALU11(  .A(dataA[11]), .B(pb[11]), .Cin( cout[10] ), .Cout( cout[11] ), .sel(sel), .out( temp[11] ) );
ALU_bitSlice ALU12(  .A(dataA[12]), .B(pb[12]), .Cin( cout[11] ), .Cout( cout[12] ), .sel(sel), .out( temp[12] ) );
ALU_bitSlice ALU13(  .A(dataA[13]), .B(pb[13]), .Cin( cout[12] ), .Cout( cout[13] ), .sel(sel), .out( temp[13] ) );
ALU_bitSlice ALU14(  .A(dataA[14]), .B(pb[14]), .Cin( cout[13] ), .Cout( cout[14] ), .sel(sel), .out( temp[14] ) );
ALU_bitSlice ALU15(  .A(dataA[15]), .B(pb[15]), .Cin( cout[14] ), .Cout( cout[15] ), .sel(sel), .out( temp[15] ) );
ALU_bitSlice ALU16(  .A(dataA[16]), .B(pb[16]), .Cin( cout[15] ), .Cout( cout[16] ), .sel(sel), .out( temp[16] ) );
ALU_bitSlice ALU17(  .A(dataA[17]), .B(pb[17]), .Cin( cout[16] ), .Cout( cout[17] ), .sel(sel), .out( temp[17] ) );
ALU_bitSlice ALU18(  .A(dataA[18]), .B(pb[18]), .Cin( cout[17] ), .Cout( cout[18] ), .sel(sel), .out( temp[18] ) );
ALU_bitSlice ALU19(  .A(dataA[19]), .B(pb[19]), .Cin( cout[18] ), .Cout( cout[19] ), .sel(sel), .out( temp[19] ) );
ALU_bitSlice ALU20(  .A(dataA[20]), .B(pb[20]), .Cin( cout[19] ), .Cout( cout[20] ), .sel(sel), .out( temp[20] ) );
ALU_bitSlice ALU21(  .A(dataA[21]), .B(pb[21]), .Cin( cout[20] ), .Cout( cout[21] ), .sel(sel), .out( temp[21] ) );
ALU_bitSlice ALU22(  .A(dataA[22]), .B(pb[22]), .Cin( cout[21] ), .Cout( cout[22] ), .sel(sel), .out( temp[22] ) );
ALU_bitSlice ALU23(  .A(dataA[23]), .B(pb[23]), .Cin( cout[22] ), .Cout( cout[23] ), .sel(sel), .out( temp[23] ) );
ALU_bitSlice ALU24(  .A(dataA[24]), .B(pb[24]), .Cin( cout[23] ), .Cout( cout[24] ), .sel(sel), .out( temp[24] ) );
ALU_bitSlice ALU25(  .A(dataA[25]), .B(pb[25]), .Cin( cout[24] ), .Cout( cout[25] ), .sel(sel), .out( temp[25] ) );
ALU_bitSlice ALU26(  .A(dataA[26]), .B(pb[26]), .Cin( cout[25] ), .Cout( cout[26] ), .sel(sel), .out( temp[26] ) );
ALU_bitSlice ALU27(  .A(dataA[27]), .B(pb[27]), .Cin( cout[26] ), .Cout( cout[27] ), .sel(sel), .out( temp[27] ) );
ALU_bitSlice ALU28(  .A(dataA[28]), .B(pb[28]), .Cin( cout[27] ), .Cout( cout[28] ), .sel(sel), .out( temp[28] ) );
ALU_bitSlice ALU29(  .A(dataA[29]), .B(pb[29]), .Cin( cout[28] ), .Cout( cout[29] ), .sel(sel), .out( temp[29] ) );
ALU_bitSlice ALU30(  .A(dataA[30]), .B(pb[30]), .Cin( cout[29] ), .Cout( cout[30] ), .sel(sel), .out( temp[30] ) );
ALU_bitSlice ALU31(  .A(dataA[31]), .B(pb[31]), .Cin( cout[30] ), .Cout( cout[31] ), .sel(sel), .out( temp[31] ) );
endmodule

===== run.sh =====
#!/bin/bash
# OpenROAD 26Q1-2900-gdf79404cd8, Yosys 0.63+post, stock flow scripts
make -C /OpenROAD-flow-scripts/flow DESIGN_CONFIG=/design/flow/config.mk WORK_HOME=/design/flow/orfs finish

===== config.mk =====
export PLATFORM = sky130hd
export DESIGN_NAME = ALU
export DESIGN_NICKNAME = ALU
export VERILOG_FILES = /design/flow/design.v
export SDC_FILE = /design/flow/constraint.sdc
export NUM_CORES = 4
export LEC_CHECK = 1
export CORE_UTILIZATION = 30

===== constraint.sdc =====
current_design ALU

set clk_period 22.1
set clk_io_pct 0.2

create_clock -name clk0 -period $clk_period

set non_clock_inputs [all_inputs -no_clocks]
set_input_delay [expr $clk_period * $clk_io_pct] -clock clk0 $non_clock_inputs
set_output_delay [expr $clk_period * $clk_io_pct] -clock clk0 [all_outputs]

==> results.txt <==
The layout was made with Yosys and OpenROAD.

The flow ran to the end, but the final reports show violations. The checks that failed: negative setup slack. Setup slack on the worst path after placement came out at -8748 ps.

The number of max-slew violations in the final report is 0. The overall die area is approximately 15000 µm². Nets still carrying antenna violations after routing amount to 0. Warnings reported by Yosys during synthesis add up to 1.

The transition time at the pin with the least slew margin is 736.2 ps. The quantity of I/O buffers inserted on ports is 102. The average detailed-routed wire length per instance is around 14 µm.

The chip width is between 100 and 150 µm. The post-cts hold-fix buffer tally is 0. STA classifies the critical path endpoint as an output pin. In the final layout, the share of cells above drive strength 1 is 0.3015.

The sum of routed wire length over all layers is around 12000 µm. Setup repair after global routing could not meet its margin everywhere. The vertical die dimension is between 100 and 150 µm. Using the TritonRoute via totals, the vias-per-cell ratio works out to between 4 and 5. The via count of the first global-routing pass came to ~4000.

Counting I/O delays and the setup requirement, the final critical path takes roughly 30000 ps. The synthesized design spends more area on one cell type than any other, namely sky130_fd_sc_hd__ha_1. Yosys attributes the largest share of cell area to sky130_fd_sc_hd__ha_1 (28%), sky130_fd_sc_hd__fa_1 (14%), sky130_fd_sc_hd__buf_4 (5.9%). The synthesis-to-finish area growth is 40.44%.

The worst min-delay path category is primary input to output pin. In the layout the commonest cells are sky130_fd_sc_hd__ha_1 (97), sky130_fd_sc_hd__buf_4 (88), sky130_fd_sc_hd__clkdlybuf4s50_1 (81), sky130_fd_sc_hd__inv_1 (51), sky130_fd_sc_hd__nand2_1 (38). The longest individual stage delay on the worst path is 570 ps.

The final report gives the standard cell area, fillers excluded, as 6066 µm². In the Yosys report the total cell count is between 500 and 600. In the floorplan report the effective utilization is 0.3088. STA classifies the critical path startpoint as a primary input. The repair_antennas step left the layout with diodes totalling 0. In the final report, the number of hold violations comes to 0. Along the worst path, the maximum fanout reaches 3. The final route contains 3936 vias.

The report lists the number of standard-cell rows as about 43. Per the placement report, the placed cell count is 827. The register area is 0 µm². The iteration-0 DRC count of the detailed router is between 100 and 150.

Looking at the critical path, the single cell with the biggest stage delay is sky130_fd_sc_hd__or4b_4. The final routed DRC violation total is 0. The dominant cell type by count on the critical path is sky130_fd_sc_hd__fa_2.

The most common logic cell in the final layout is sky130_fd_sc_hd__ha_1. The share of the clock period used by the worst path is 1.361. Fill cells in the final layout number 1350. The worst-case setup margin in the final layout is -7987 ps. The worst endpoint required time is 17680 ps. Synthesis produced approximately 520 cells. The summed instance area of the synthesized netlist is roughly 4300 µm². The leakage power in the latest report is ~2.6 nW. Per the finish-stage timing summary, setup violations number 13. For this run, the register share of the synthesized area comes to 0. The iteration tally of the first detailed-router pass is 4. Routability-driven placement finished with a final weighted congestion of between 0.8 and 0.9.

The proportion of netlist area held by the largest area contributor is 0.2810. Entering global routing, the biggest net connects 36 pins. The initial antenna violation count is 0. Final hold analysis gives a worst-case slack of between 9000 and 10000 ps. The critical setup path kind is primary input to output pin. Per the layout report, the design carries 0 clock buffers. Recorded from the global router log, the overflow total was 0. The flow reported a cell area power density of ~12 nW/µm². The worst slew slack as a fraction of its limit is 0.5066. The number of top-level pins is ~100. The global-route usage over all layers is 0.1676. The data arrival time of the critical path is around 26000 ps. The highest achievable clock rate is ~33 MHz.

The number of logged tool warnings is roughly 130. The global-route wire length before repair is 19440 µm. The number of distinct library cells after synthesis is approximately 48.

The per-instance average area after synthesis is between 8 and 9 µm². The post-route non-filler standard cell count is slightly above 800. The post-synthesis chip area from yosys is ~4300 µm². Per the post-run analysis, buffers plus inverters along the critical path come to 3.

The number of max-cap violations is 0. The total area inside the core boundary comes to about 14000 µm². After legalization and detailed placement, the total HPWL measured ~9500 µm. The sequential cell count of the final layout is 0. The instance area after placement is 5981 µm².

The analysis reports a worst IR drop on VDD of 0.007589 mV. Per STA, the worst path accumulates the most delay in the family simple AND/OR/NAND/NOR gates.
[where the power goes]
group | leakage [nW] | internal, mW | switching [mW]
logic | 2.59 | 0.0366 | 0.0338
registers | 0 | 0 | 0
clock network | 0 | 0 | 0
[per-layer routing]
metal  vias up  wire [µm]  GRT usage
met4         0         10   0.003858
li1       1987          -          -
met5         -          0          0
met1      1862       5493     0.2410
met2        85       5884     0.2984
met3         2        469   0.002863
[final timing paths]
| path | from | end | cells past startpoint |
|---|---|---|---|
| setup / recovery | Signal[0] | dataOut[31] | 68 |
| hold / removal | Signal[0] | dataOut[20] | 5 |
[kinds of logic (layout without fill, tap and decap cells)]
kind of cell               after synthesis  after routing  share of synthesized area
adders and majority gates              127            127                     0.4200
AOI/OAI and AO/OA                      116            116                     0.2034
buffers and inverters                  111            244                     0.1277
xor gates and xnor gates                47             47                    0.09705
and+or+nand+nor                        116            116                     0.1518
[area by class of cell]
cell class	instances	area, µm²	area share
Multi-Input combinational cell	406	4030	0.6644
Timing Repair Buffer	191	1612	0.2657
Tap cell	180	225.2	0.03713
Inverter	53	198.9	0.03280
[cells in the mapped netlist, types with 4 or more instances]
cell and number:
sky130_fd_sc_hd__a22o_1 23, sky130_fd_sc_hd__o21ai_0 31, sky130_fd_sc_hd__nand2_1 38, sky130_fd_sc_hd__buf_4 34, sky130_fd_sc_hd__xor2_1 19, sky130_fd_sc_hd__xnor2_1 27, sky130_fd_sc_hd__o31ai_2 4, sky130_fd_sc_hd__or3_1 34
sky130_fd_sc_hd__a21oi_1 7, sky130_fd_sc_hd__nor2_1 18, sky130_fd_sc_hd__o211ai_1 23, sky130_fd_sc_hd__clkbuf_1 18, sky130_fd_sc_hd__buf_2 6, sky130_fd_sc_hd__o221ai_1 6, sky130_fd_sc_hd__inv_1 53, sky130_fd_sc_hd__ha_1 97
sky130_fd_sc_hd__a21oi_2 4, sky130_fd_sc_hd__fa_1 30
[per-stage QoR]
| stage | util | power [mW] | setup TNS [ps] |
|---|---|---|---|
| global placement | 0.4275 | 0.06876 | -66990 |
| CTS | 0.4284 | 0.07045 | -57840 |
| finish | 0.4336 | 0.07035 | -57460 |
| detailed placement | 0.4275 | 0.06995 | -68360 |
| global route | 0.4336 | 0.07945 | -62950 |
| floorplan | - | 0.03302 | -54820 |
[repair_timing]
item | in CTS | in global routing
endpoints found under the setup margin | 14 | 14
gates resized | 77 | 18
pin swaps | 25 | 15
buffers inserted | 2 | 2
Power is estimated from default activity; no workload was simulated.
